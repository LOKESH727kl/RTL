**flow/constraint.sdc**
```tcl
current_design up_down_cnt

set clk_period 1.4
set clk_io_pct 0.2

create_clock -name clk0 -period $clk_period [get_ports {cnt_clk}]

set non_clock_inputs [all_inputs -no_clocks]
set_input_delay [expr $clk_period * $clk_io_pct] -clock clk0 $non_clock_inputs
set_output_delay [expr $clk_period * $clk_io_pct] -clock clk0 [all_outputs]
```
**flow/design.v**
```verilog
module up_down_cnt(
		input cnt_clk,
		input cnt_rst,
		input cnt_en,
		output logic [3:0] count_out
);
always_ff @ (posedge cnt_clk or negedge cnt_rst)begin
	if(!cnt_rst) count_out <= 4'h0;
	else begin 
		if(cnt_en) begin
			if(count_out == 4'hf)  count_out <= 4'h0;
			else count_out <= count_out + 4'h1;
		end
		else begin
			if(count_out == 4'h0)  count_out <= 4'hf;
			else count_out <= count_out - 4'h1;
		end
	end
end
endmodule
```
**flow/config.mk**
```make
export PLATFORM = sky130hd
export DESIGN_NAME = up_down_cnt
export DESIGN_NICKNAME = up_down_cnt
export VERILOG_FILES = /design/flow/design.v
export SDC_FILE = /design/flow/constraint.sdc
export NUM_CORES = 4
export LEC_CHECK = 1
export CORE_AREA = 10 10 70 70
export DIE_AREA = 0 0 80 80
```
**flow/run.sh**
```bash
#!/bin/bash
# OpenROAD 26Q1-2900-gdf79404cd8, Yosys 0.63+post, stock flow scripts
make -C /OpenROAD-flow-scripts/flow DESIGN_CONFIG=/design/flow/config.mk WORK_HOME=/design/flow/orfs finish
```
==> design notes <==
According to the floorplan log, the row count is 21. The proportion of synthesized flip-flops having asynchronous set or reset came out at 100%. Ranked by instance count, the synthesized netlist is headed by 4 x dfrtp_1, 3 x inv_1, 2 x ha_1, 2 x xnor2_1. The instance count after placement with tap cells included was 73; the average cell area after synthesis was 10.4 µm². The mapped netlist covers 218 µm².

By area the synthesized netlist is led by dfrtp_1 46%, ha_1 11%, xnor2_1 8.0%, inv_1 5.2%, mux2i_1 4.6%. The leakage power summed over all cells came out at 0.172 nW. The fraction of final layout cells sized beyond drive strength 1 works out to 34.3%. For the worst setup path, the data required time is 1.53 ns. The registers reported with the highest flop counts are count_out x4. The post-synth register bit count is 4. In this run, post-CTS hold repair placed 0 buffers. The run gives 0.199 ns for the slew at the pin closest to its max-slew limit. With the initial antenna violation count at 0, the port buffer count is 6.

In the Yosys report the total cell count is 21. By startpoint and endpoint, the worst setup path is classified as flip-flop to flip-flop. Pins over their slew limit in the final report were tallied at 0.

The class of the worst hold path is input pin to async pin. Looking at area per cell type in the netlist, the leader is dfrtp_1. The number of endpoints with negative hold slack in the final report was 0; the accumulated negative setup slack was 0 ns. The iteration-0 DRC count of the detailed router is 0.

The type of destination of the critical path is a flip-flop. Number of max-cap violations: 0. TritonCTS built the clock tree. The global route stage reports its total congestion overflow as 0. The logs give 1.50 ns for the worst endpoint data arrival time and 2 for the maximum root-to-sink buffer count. For this design the total switching power over the nets is 0.220 mW. The count of cells in the finished layout, fillers not included, comes to 81.

The number of primary I/O pins came out at 7. With the number of warnings reported in the yosys synthesis log at 1, the worst-skew pair later-pin latency is 0.23 ns. The register with the highest flop count is count_out. Vertical extent of the die: 80 µm. The chip area line in the Yosys stat output reads 218 µm².

Per the synth stats, the flop cell with the highest instance count is dfrtp_1. The congestion estimate from routability-driven global placement came to 0.748. Setup repair after global routing left no endpoint under its margin.

With the final antenna diode count at 0, the count of flip-flops with a built-in enable after synthesis is 0. Of the total power, the clock network draws 19.3%. With the portion of synthesized cell area occupied by the leading cell type at 46.0%, the maximum level of the CTS H-tree is 1. The tools report the maximum number of pins on one net before global-route repair as 8.

The wire length of the first global-routing pass was 986 µm; the minimum clock period after layout was 1.37 ns. For the total global-route track usage, the log shows 1.92%. With the CTS buffer count at 3, the number of flip-flops in the largest register is 4. The highest fanout seen on the critical path is 4, and the filler cell count is 401. The via count of the first global-routing pass is 235, and the number of cells on the worst reg-to-reg path is 3. The run gives 2.56 for the average vias per placed instance. For the number of nets still failing antenna checks after routing, the log shows 0. Of the total power, registers draw 27.4%. The slew check shows that the tightest pin keeps a relative margin of 86.3%. The final worst clock skew was 0.000879 ns.

For this block, the routed nets add up to 562 µm of wire. Hold is met by 0.244 ns. The run gives 406 µm for the estimated wirelength of the detail-placed design. The nature of the critical path startpoint was a flip-flop. Per the OpenROAD floorplan log, the area of the core is 3420 µm².

Across all stage logs, warnings added up to 26. The run gives 207 as the total number of vias. Synthesis instantiated 14 different standard cells from the library. Per the layout area report, the combinational gate area comes to 109 µm². The run gives 0 for the number of setup violations in the final report. In the final routed layout, each cell accounts on average for 6.94 µm.

The run gives 21 for the post-synthesis cell count. Registers take 103 µm². Dividing the final minimum period by the clock period gives 97.9%. Cell internal power was estimated by the tool at 0.503 mW. Before placement the cells fill 6.37% of the core. The run finished with clean final reports. The post-detailed-route DRC marker count was 0; the share of power burned in combinational logic was 53.3%. Logged for this run, the post-placement worst setup slack is 0.0318 ns. With the part of the Yosys area used for sequential elements at 46.0%, the iteration count of the initial detailed-routing pass is 1. The chip occupies 6400 µm². Clock tree synthesis selected as its root buffer the cell clkbuf_4. Based on the critical path, the design can be clocked at up to 730 MHz. Net switching is 30.4% of the power. With the x dimension of the die at 80 µm, the total power density per cell area is 1780 nW/µm². The flow measured a signed area growth from synthesis to layout of 86.2%. The final timing report gives a worst setup slack of 0.0299 ns.

Clock tree synthesis found a total of 4 sinks. Yosys instantiated no cell more often than dfrtp_1. With the highest ir drop seen on vdd at 0.000889 V, the clock-pin transition on the worst setup and hold timing paths is 0.04 ns.
layer usage:
metal / share of wire [%] / global-route usage, % / vias up
met5: 0 / 0 / -
met3: 13 / 1.36 / 2
met2: 31 / 2.17 / 9
li1: - / - / 101
met1: 53 / 2.67 / 95
met4: 3.0 / 0.704 / 0
worst paths after layout:
| kind | startpoint | end | slack, ns |
|---|---|---|---|
| setup / recovery | count_out[3] | count_out[3] | 0.03 |
| hold / removal | cnt_rst | count_out[3] | 0.24 |
| setup reg to reg | count_out[3] | count_out[3] | 0.03 |
| hold reg to reg | count_out[0] | count_out[0] | 0.49 |
| max in group asynchronous | cnt_rst | count_out[0] | 0.98 |
| min in group clk0 | count_out[0] | count_out[0] | 0.49 |
power groups by stage:
stage	Sequential [mW]	Combinational [mW]	Clock [mW]
after CTS	0.195	0.373	0.148
after global routing	0.204	0.433	0.157
final	0.198	0.385	0.139
cells in the final DEF, fill, tap and decap left out:
master | Yosys | final
ha_1 | 2 | 2
a31oi_1 | 1 | 1
dlygate4sd2_1 | 0 | 1
a221oi_2 | 0 | 1
xnor2_1 | 2 | 2
a21oi_1 | 1 | 1
inv_2 | 1 | 1
nor2_1 | 1 | 1
dlymetal6s2s_1 | 0 | 1
dfrtp_1 | 4 | 2
or3_1 | 1 | 1
o21bai_1 | 1 | 1
dfrtp_2 | 0 | 2
or4_1 | 1 | 1
clkbuf_4 | 0 | 3
clkdlybuf4s50_1 | 0 | 4
mux2i_1 | 1 | 1
buf_4 | 0 | 5
inv_1 | 3 | 3
o21ai_0 | 1 | 1
worst max-delay path, cell delays in order, from the launching register on:
cell and delay [ns]:
dfrtp_1 0.38, buf_4 0.15, or4_1 0.51, a31oi_1 0.23
stage by stage:
stage,total power [mW],instance area [µm²],utilization (%)
finish,0.722,405,11.9
global route,0.795,405,11.9
CTS,0.716,397,11.6
detailed placement,0.458,335,9.82
global placement,0.445,335,9.82
floorplan,0.324,218,-
cell type report:
class                           instances  area share [%]
Multi-Input combinational cell         13            26.9
Sequential cell                         4            25.3
Timing Repair Buffer                   11            24.4
Tap cell                               46            14.2
Clock buffer                            3            5.56
Inverter                                4            3.70
what timing repair did:
item                       4_1_cts  5_1_grt
resized                          3        2
setup buffers                    5        0
setup endpoints to repair        4        2
pin swaps                        0        1
cells by family (layout without fill, tap and decap cells):
group           count (synthesis)  in the layout  synth area share, %
compound gates                  5              5                 14.9
xor+xnor                        2              2                 8.05
fa+ha+maj                       2              2                 11.5
buf+inv                         4             18                 6.89
flops                           4              4                 46.0
mux                             1              1                 4.60
simple gates                    3              3                 8.05
Power is estimated from default activity; no workload was simulated.
