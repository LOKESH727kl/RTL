File: ./config.mk
export PLATFORM = sky130hd
export DESIGN_NAME = cxs_tx_256to512
export DESIGN_NICKNAME = cxs_tx_256to512
export VERILOG_FILES = /design/flow/design.v
export SDC_FILE = /design/flow/constraint.sdc
export NUM_CORES = 4
export LEC_CHECK = 1
export CORE_AREA = 10 10 340 340
export DIE_AREA = 0 0 350 350
File: ./constraint.sdc
current_design cxs_tx_256to512

set clk_period 14.2
set clk_io_pct 0.2

create_clock -name clk0 -period $clk_period [get_ports {cxs_clk}]

set non_clock_inputs [all_inputs -no_clocks]
set_input_delay [expr $clk_period * $clk_io_pct] -clock clk0 $non_clock_inputs
set_output_delay [expr $clk_period * $clk_io_pct] -clock clk0 [all_outputs]
File: ./design.v
module cxs_tx_256to512 (
    input  logic          cxs_clk,       
    input  logic          cxs_rst_n,     
    input  logic          cxs_valid,         
    input  logic          cxs_last,          
    input  logic          cxs_activereq,     
    input  logic          cxs_crdrtn,        
    input  logic [2:0]    cxs_prcltype,      
    input  logic [13:0]   cxs_cntl,          
    input  logic [255:0]  cxs_data,          
    output logic          cxs_activeack,     
    output logic          cxs_crdgnt,        
    output logic          cxs_deacthint,     
    output logic [1:0]    pkt_send_sts,      
    input  logic          rx_ready,          
    output logic          tx_valid,          
    output logic          tx_pkt_vld,        
    output logic [511:0]  tx_pkt_data        
);
    logic cxs_activeack_deassert;    
    logic data_buf_valid;    		 
    logic tx_header_err_vld;    	 
    logic pkt_send_sts_vld;    		 
    logic dp;    					 
    logic cp;    					 
    logic [1:0] cxs_tx_max_pkt_perflit;     
    logic [1:0] cxs_tx_data_flitwidth;     
    logic [1:0] data_tx_cnt;   	 
    logic [255:0] tx_header;     
    logic [255:0] data_buf;     
parameter MAX_PKT_PERFLIT = 2'b01;    
parameter DATA_FLITWIDTH  = 2'b01;    
always_ff @(posedge cxs_clk or negedge cxs_rst_n) 
  if (!cxs_rst_n)			tx_valid <= 1'b0;
  else if(!cxs_activereq) 	tx_valid <= 1'b0;
  else if(cxs_activereq)	tx_valid <= 1'b1;
assign cxs_activeack_deassert = (!(cxs_activereq & tx_valid & rx_ready));
always_ff @(posedge cxs_clk or negedge cxs_rst_n) 
  if (!cxs_rst_n)								cxs_activeack <= 1'b0;
  else if(cxs_activeack_deassert)				cxs_activeack <= 1'b0;
  else if(cxs_activereq & tx_valid & rx_ready)	cxs_activeack <= 1'b1;
always_ff @(posedge cxs_clk or negedge cxs_rst_n) 
  if (!cxs_rst_n)	cxs_crdgnt <= 1'b0;
  else				cxs_crdgnt <= cxs_activeack ;
always_ff @(posedge cxs_clk or negedge cxs_rst_n) 
    if (!cxs_rst_n) cxs_deacthint <= 1'b0;
	else			cxs_deacthint <= (cxs_activeack & (!cxs_activereq)); 
assign cxs_tx_max_pkt_perflit = MAX_PKT_PERFLIT;
assign cxs_tx_data_flitwidth  = DATA_FLITWIDTH;  
assign dp = (^(data_buf[255:0])); 	  
assign cp = (^(tx_header[253:0])); 	 
  assign tx_header_err_vld = ((tx_header[253:52]!= 205'h0)	| 
                             (tx_header[51:49]!= 3'h0)		|
    						 (tx_header[48:47]!= 2'h1)		|
    						 (tx_header[46:45]!= 2'h1)		|
   							 (tx_header[44]!= cxs_last)		|
   							 (tx_header[43:14]!= 30'h0)		|
   							 (tx_header[13:0]!= cxs_cntl[13:0])
                             );
assign tx_header = {
  dp,						 
  cp,  						 
  205'h0,           		 
  cxs_prcltype,				 
  cxs_tx_max_pkt_perflit,	 
  cxs_tx_data_flitwidth,	 
  cxs_last,        			 
  30'h0,                  	 
  cxs_cntl             		 
};
always_ff @(posedge cxs_clk or negedge cxs_rst_n)
  if (!cxs_rst_n) 										data_tx_cnt <= 2'h0;
  else if (data_tx_cnt == 2'h1)							data_tx_cnt <= 2'h0;
  else if ((!(cxs_activeack_deassert)) & cxs_crdgnt)	data_tx_cnt	<= data_tx_cnt + 2'h1;
always_ff @(posedge cxs_clk or negedge cxs_rst_n)
  if (!cxs_rst_n) 	{data_buf_valid,data_buf}	<= 257'h0;
    else			{data_buf_valid,data_buf}	<= (cxs_crdgnt) ? {cxs_valid,cxs_data[255:0]} : {data_buf_valid,data_buf};
always_ff @(posedge cxs_clk or negedge cxs_rst_n) 
  if (!cxs_rst_n)	{tx_pkt_vld,tx_pkt_data} <= 513'h0;
  else				{tx_pkt_vld,tx_pkt_data} <= (data_buf_valid) ? {1'b1,tx_header[255:0],data_buf[255:0]} : 513'h0;
always_ff @(posedge cxs_clk or negedge cxs_rst_n)
  if (!cxs_rst_n)	pkt_send_sts <= 2'b00;
  else 				pkt_send_sts <= (tx_header_err_vld) ? 2'b10 : (data_buf_valid) ? 2'b01 : 2'b00 ;
always_ff @(posedge cxs_clk or negedge cxs_rst_n)
  if (!cxs_rst_n)	pkt_send_sts_vld <= 1'b0;
  else 				pkt_send_sts_vld <= (tx_header_err_vld | data_buf_valid) ;
endmodule
File: ./run.sh
#!/bin/bash
# OpenROAD 26Q1-2900-gdf79404cd8, Yosys 0.63+post, stock flow scripts
make -C /OpenROAD-flow-scripts/flow DESIGN_CONFIG=/design/flow/config.mk WORK_HOME=/design/flow/orfs finish
==> results.cfg <==
; flow metrics
[final_timing]
worst_slew_margin_rel = 0.463
fmax_mhz = 208
worst_clock_skew_ns = 0.0258
post-route-min-period_ns = 4.80
count_of_endpoints_failing_setup_in_the_final_report = 0
worst-slew-pin-transition_ns = 0.806
final_min_period_over_clock_period = 0.338
rsz0062_at_grt = no
slew_viol_final = 0
timing.setup.tns_ns = 0
timing.final.hold_violations = 0
final.setup.worst_slack_ns = 9.40

[critical_path]
path_buffers = 1
arrival_ns = 1.96
reg2reg_to = data_buf[10]$_DFFE_PN0P_
worstSetupStartpointType = flop
r2r_slack_ns = 10.77
worstPathMaxFanout = 24
cp.required_ns = 11.36
worstPathCellList = clkdlybuf4s50_1
cp_top_family = flip-flops
worst_r2r_path_depth = 4
critical_path.reg2reg.startpoint = cxs_crdgnt$_DFF_PN0_
cp.depth = 1
endpoint_kind = primary output
slowest_cp_cell = sky130_fd_sc_hd__dfrtp_4
cpPeakStageDelay_ns = 0.73
setup.worst_path.class = flop to primary output

[floorplan]
floorplan.die.height_um = 350
core_um2 = 109000
floorplan.die.width_um = 350
core_util_floorplan = 0.196
fp.dieArea_um2 = 123000
core.rowCount = 121
ios = 799

[routing]
route.final.wire_length_mm = 58.0
route.detailed.drc = 0
antenna_violating_nets_post_route = 0
dr.pass1.iters = 4
vias_per_cell = 3.31
initial_drc_count = 505
route.detailed.wl_per_inst_um = 17.0
route.vias.total = 11300

[cells_and_area]
instances_no_fill = 3411
areaGrowthSynthToFinish_pct = 38.4
layout.core_utilization = 0.271
final_layout_top_logic_cells = sky130_fd_sc_hd__clkdlybuf4s50_1, sky130_fd_sc_hd__dfrtp_1, sky130_fd_sc_hd__and2_1
share_of_final_layout_standard_cells_stronger_than_drive_strength_1 = 0.188
final_common_cell = sky130_fd_sc_hd__clkdlybuf4s50_1

[clocking]
cts_hold_repair.buffers = 0
clock_tree.buffer_depth = 3
post_cts_buffers = 0
cts_tree = yes
clkLatencyLatePin_ns = 0.64
cts.sink_count = 538
h_tree_levels = 2
clkTransAtPathRegs_ns = 0.06
clockRootBuffer = sky130_fd_sc_hd__clkbuf_16
post_cts_resize_count = 0
cts_made_buffers = 59

[hold_path]
timing.hold.worst_endpoint = cxs_crdgnt$_DFF_PN0_
hold-path-cell-count = 0
holdCritStartpoint = cxs_activeack$_DFF_PN0_
hp-class = flop to flop

[global_route]
first_global_vias = 12500
busiest_layer = met2
grt_start_max_net_pins = 83
grt_antenna_before_repair = 12
groute.layer.met2.usage = 0.136
grt_first_pass_wirelength_mm = 83.2
grt_use_met3 = 0.0541
grt_ovf = 0
gr-usage-all-layers = 0.0914
grtUsageMet1 = 0.114

[run]
drv_cap = 0
stage_log_warnings = 26

[logic_synthesis]
syn-mean-instance-area_um2 = 15.5
yosys-mux-area-fraction = 0.177
synth.yosys.seq_area_share = 0.634
synth.distinct_cells = 16
synth_simple_gate_area_share = 0.0820
share_of_synthesized_cell_area_in_full_adder_half_adder_and_majority_cells = 0
cell_count_in_the_yosys_report = 1371
synth.cellmix.xorXnorShare = 0
yosys.area_share.aoi = 0
yosys_stat_area_um2 = 21200
post_synth_inst_count = 1371
ys.flops = 538
post_synth_main_logic_family = multiplexers
synthesis.yosys.warnings = 1
post_synth_instance_area_um2 = 21200

[pwr]
leakage_uw = 0.0131
powerDensity_nw_per_um2 = 144
power.ir.vdd_worst_v = 0.0000964

[placement]
dp_slack_ns = 8.75
numPortBuffers = 561
detailed_place_hpwl_mm = 42.5
globalplace.congestion = 0.813
place.detailed.instances = 3304

[run_status]
outcome = complete, no violations
[worst reg2reg max path: stages (launching register included)]
cell and delay, ns:
sky130_fd_sc_hd__dfrtp_4 0.73, sky130_fd_sc_hd__buf_4 0.66, sky130_fd_sc_hd__buf_4 0.69, sky130_fd_sc_hd__buf_4 0.75
sky130_fd_sc_hd__mux2_2 0.47
[worst max-delay path by stage]
stage,to,slack [ns],from
CTS,cxs_crdgnt,9.30,cxs_crdgnt$_DFF_PN0_
finish,cxs_crdgnt,9.40,cxs_crdgnt$_DFF_PN0_
global route,tx_pkt_data[10]$_DFF_PN0_,9.24,cxs_rst_n
[metrics by stage]
step	area (um^2)	total power [uW]	hold WS, ns
2_1_floorplan	22100	2250	0.347
3_3_place_gp	27400	2730	0.434
3_5_place_dp	27400	2740	0.429
4_1_cts	29400	4340	0.449
5_1_grt	29400	4470	0.471
6_report	29400	4240	0.441
[Yosys cell counts]
master | instances | area share
sky130_fd_sc_hd__mux2_2 | 27 | 0.014
sky130_fd_sc_hd__or3_1 | 1 | 0.00029
sky130_fd_sc_hd__mux2_4 | 230 | 0.16
sky130_fd_sc_hd__buf_8 | 11 | 0.0078
sky130_fd_sc_hd__nor4b_1 | 1 | 0.00041
sky130_fd_sc_hd__buf_6 | 15 | 0.0080
sky130_fd_sc_hd__buf_4 | 238 | 0.084
sky130_fd_sc_hd__clkbuf_2 | 4 | 0.00094
sky130_fd_sc_hd__buf_12 | 1 | 0.00094
sky130_fd_sc_hd__clkbuf_1 | 24 | 0.0042
sky130_fd_sc_hd__conb_1 | 1 | 0.00018
sky130_fd_sc_hd__nor2b_1 | 1 | 0.00029
sky130_fd_sc_hd__and2_1 | 274 | 0.081
sky130_fd_sc_hd__and3_1 | 1 | 0.00029
sky130_fd_sc_hd__dfrtp_1 | 538 | 0.63
sky130_fd_sc_hd__buf_2 | 4 | 0.00094
[cell type report]
cell class	count	area [um^2]
Antenna cell	1	2.50
Clock buffer	85	1720
Clock inverter	21	262
Fill cell	11000	79200
Multi-Input combinational cell	771	6380
Sequential cell	538	13500
Tap cell	1414	1770
Timing Repair Buffer	581	5770
[state kept, by name, summed over array words and instances (netlist names)]
name,flops
cxs_deacthint,1
data_buf_valid,1
pkt_send_sts,2
data_buf,256
tx_pkt_data,275
cxs_crdgnt,1
tx_valid,1
cxs_activeack,1
[power by group]
part / switching (uW) / internal, uW / total [uW] / leakage, uW
registers: 124 / 1810 / 1930 / 0.00670
logic: 225 / 536 / 761 / 0.00547
clock network: 638 / 915 / 1550 / 0.000966
[layer usage]
| metal | part of all wire | vias to the layer above |
|---|---|---|
| li1 | - | 5094 |
| met1 | 0.39 | 5548 |
| met2 | 0.44 | 539 |
| met3 | 0.14 | 106 |
| met4 | 0.028 | 20 |
| met5 | 0.0023 | - |
[cells by family (layout without fill, tap and decap cells)]
group / Yosys count / count (layout)
buf+inv: 297 / 687
flops: 538 / 538
mux: 257 / 257
other cells: 1 / 237
simple gates: 278 / 278
Power is estimated from default activity; no workload was simulated.
